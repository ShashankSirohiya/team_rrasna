==> design/flow/run.sh <==
#!/bin/bash
# OpenROAD 26Q1-2900-gdf79404cd8, Yosys 0.63+post, stock flow scripts
make -C /OpenROAD-flow-scripts/flow DESIGN_CONFIG=/design/flow/config.mk WORK_HOME=/design/flow/orfs finish
==> design/flow/config.mk <==
export PLATFORM = sky130hd
export DESIGN_NAME = axi_write
export DESIGN_NICKNAME = axi_write
export VERILOG_FILES = /design/flow/design.v
export SDC_FILE = /design/flow/constraint.sdc
export NUM_CORES = 4
export LEC_CHECK = 1
export CORE_AREA = 10 10 98 98
export DIE_AREA = 0 0 108 108
==> design/flow/constraint.sdc <==
current_design axi_write

set clk_period 1.5
set clk_io_pct 0.2

create_clock -name clk0 -period $clk_period [get_ports {ACLK}]

set non_clock_inputs [all_inputs -no_clocks]
set_input_delay [expr $clk_period * $clk_io_pct] -clock clk0 $non_clock_inputs
set_output_delay [expr $clk_period * $clk_io_pct] -clock clk0 [all_outputs]
==> design/flow/design.v <==
module axi_write(
  input ACLK,
  input ARESETN,
  input 	   AWVALID, 
  input [31:0] AWADDR,  
  output reg   AWREADY, 
  input 	   WVALID, 
  input [31:0] WDATA,  
  output reg   WREADY,  
  input            BREADY, 
  output reg       BVALID, 
  output reg [1:0] BRESP,  
    input          dev_ready,
	output  [31:0] data_out, 
	output  [31:0] addr_out,  
	output  data_valid	 
);
  	reg addr_done;
	reg data_done;
	reg [31:0] addr_latch;
	reg [31:0] data_latch;
	reg data_valid_latch;
	assign data_out = data_latch;
	assign addr_out = addr_latch;
	assign data_valid = data_valid_latch ;
  parameter [2:0] awidle = 3'b000, awstart = 3'b001, wwait = 3'b010 , wlatch = 3'b011 , bwait = 3'b100 , bresp = 3'b101 ;
  reg [2:0]state;
  reg [2:0]awnext_state;
  always@(posedge ACLK, negedge ARESETN)
  begin
  	if(~ARESETN)
  		state <= awidle;
  	else
  		state <= awnext_state;
  end
  always@(*)
    begin
        case(state)
     		 awidle:
      				begin
        				if( ~AWVALID | ~dev_ready)
        					awnext_state=awidle;
        				else
        					awnext_state = awstart;		  
     				end
      		awstart: 
      				begin
        				if(WVALID && dev_ready)  
        					awnext_state = wlatch;
        				else
          					awnext_state = wwait;
      				end
      		wwait: 
      				begin
      					if(WVALID && dev_ready)
      						awnext_state = wlatch;
      					else
      						awnext_state = wwait;
      				end
      		wlatch:
      				begin
      					if(BREADY )
      						awnext_state = bresp;
      					else
      						awnext_state = bwait;
      				end
      		bwait : begin
      					if(BREADY)
      						awnext_state = bresp ;
      					else
      						awnext_state = bwait;
      				end
      		bresp: 
      				begin
        				awnext_state = awidle;	
      				end  
      		default: 
      				begin
      					awnext_state = awidle;
      				end
     	endcase
    end
	always@(*)
		begin
			case(state)
				awidle: 
					begin
						AWREADY = 0;
						WREADY = 0;
						BVALID = 0;
						data_valid_latch = 0;
					end
      		awstart: 
      				begin
      					AWREADY = dev_ready;
						WREADY = 0;
      					addr_latch = AWADDR;
        				addr_done = AWVALID && dev_ready;
    	    		end
      		wwait: 
      				begin
      					AWREADY = 0;
      					WREADY = dev_ready;
      				end
      		wlatch:
      				begin
      					WREADY = dev_ready;
      					AWREADY = 0;
      					BVALID = 1;
      					data_latch = WDATA;
      					data_done = WVALID && WREADY;
      				end
      		bwait : begin
      					WREADY = 0;
      					BVALID = 1;
      				end
      		bresp: 
      				begin
      					data_valid_latch = data_done;
        				BVALID = 1;
        				BRESP = 2'b00;
      				end
      		default: 
      				begin
      					BVALID = 0;
        				BRESP = 2'b00;
      				end  
     		endcase
    	end	
endmodule  
==> impl_metrics.tcl <==
# flow metrics
set metrics [dict create \
    status "complete, no violations" \
    yosysTopAreaCell "dlxtp_1" \
    die_x_um 108 \
    drc 0 \
    path_delay_family "buffers and inverters" \
    critPathLaunchType "input port" \
    drt_iter0_drc 40 \
    yosysMostFrequentCell "dlxtp_1" \
    pwr-share-seq 0.375 \
    max_freq_ghz 1.00 \
    clkSlewWorstSetupHoldPaths_ns 0.04 \
    path_cells "clkdlybuf4s50_1 > and2_1 > and2_1" \
    critical-path-slowest-cell "clkdlybuf4s50_1" \
    clock-root-buffer "clkbuf_8" \
    crit_buf_inv 1 \
    hpwl_um 4200 \
    openroad.warnings 25 \
    initCoreUtil 0.173 \
    drv_cap 0 \
    internal_power_w 0.000681 \
    max_stage_delay_ns 0.46 \
    fin_crit_sh 0.666 \
    finalSetupViolCount 0 \
    synth_area_per_cell_sq_um 13.8 \
    vdd_drop_max_v 0.000481 \
    cp-startpoint "dev_ready" \
    hold_buffers 0 \
    place.gp.congestion 0.770 \
    vias 1152 \
    yosysChipArea_sq_um 1320 \
    grt_pass1_wl_um 6560 \
    die-area_sq_um 11700 \
    post_cts_buffers 0 \
    wl_per_cell_um 13.7 \
    critical_path_required_ns 1.61 \
    n_antenna_cell 0 \
    path_depth 3 \
    arrival_ns 1.11 \
    clk_path_buf_depth 2 \
    setup_tns_ns 0 \
    drv_slew 0 \
    grt_setup_unrepaired "no" \
    synthTopCellsByCount "dlxtp_1 (65), dfrtp_1 (5), and2_1 (4), dlxtn_1 (4), nor2_1 (3)" \
    yosysWarnings 1 \
    register_area_sq_um 1190 \
    antenna_found_initial 0 \
    cts_made_buffers 3 \
    cts.htree.levels 1 \
    synth-edff-count 0 \
    core_area_sq_um 7650 \
    rr_worst_depth 3 \
    firstDrtPassIters 4 \
    netlist_area_sq_um 1320 \
    regToRegStartpoint "state[2]" \
    cts_tree "yes" \
    insertion_delay_ns 0.22 \
    path_max_fanout 5 \
    crit_path_end_kind "flop" \
    hold_class "input port to asynchronous set/reset pin" \
    pwr-share-clk 0.295 \
    rows 32 \
    die_h_um 108 \
    ys_cells 96 \
    unclocked_pins 69 \
    syn_to_final_growth_pct 117 \
    switchingPower_w 0.000164 \
    crit_type "input port to flop" \
    routed_wl_um 4670 \
    final_layout_size_suffix_gt1_frac 0.0462 \
    placed_cells 336 \
    drtAntennaViolNets 0 \
    vias_per_cell 3.39 \
    synth_top_flop_cell "dlxtp_1" \
    cellLeakagePower_nw 1.26 \
    area_leaders "dlxtp_1 (74%), dfrtp_1 (9.5%), dlxtn_1 (4.5%)" \
    p_comb_frac 0.330 \
    fill_cells 756 \
    syn_inst 96 \
    grt_usage 0.0724 \
    crit_top_cell "and2_1" \
    async_flop_share 0.0800 \
    swShare 0.194 \
    final_cell_count_no_fill 340 \
    ys.flops 75 \
    grt_pass1_vias 1142 \
    grt-ovfl-total 0 \
    io_pins 140 \
    top_cell_area_share 0.737 \
    synth.distinct_cells 19 \
    post-route-util 0.375 \
    portBuffers 137 \
    fin_crit_ns 0.999 \
    hold_violations 0 \
    post_cts_resized 0 \
    skew_ns 0.00319 \
    untimed_endpoints 137 \
    power.density_nw_per_um2 294 \
    grt_max_degree 38 \
    logic_area_sq_um 121 \
]
-- sequential cells by signal, indices dropped and copies added (netlist names) --
register and count:
data_done 1, WREADY 1, BVALID 1, data_latch 32
state 6, AWREADY 1, addr_latch 32, data_valid_latch 1
-- power by group through the flow --
stage | clock [W] | sequential, W | combinational [W]
after CTS | 0.000255 | 0.000317 | 0.000285
after global routing | 0.000260 | 0.000321 | 0.000310
final | 0.000250 | 0.000317 | 0.000279
-- routing by layer --
| layer | vias up | GRT usage | share of wire |
|---|---|---|---|
| li1 | 575 | - | - |
| met1 | 532 | 0.0814 | 0.36 |
| met2 | 45 | 0.145 | 0.57 |
| met3 | 0 | 0.0102 | 0.066 |
| met4 | 0 | 0.00382 | 0 |
| met5 | - | 0 | 0 |
-- worst register-to-register path, cell delays in order, from the launching register on --
cell     delay (ns)
dfrtp_1        0.38
nor2_2         0.15
inv_2          0.09
and2_1         0.14
-- metrics by stage --
step	power, W	instance area (sq um)	hold WS [ns]	setup slack (ns)
2_1_floorplan	0.000387	1330	0.00441	0.341
3_3_place_gp	0.000600	2830	0.487	0.278
5_1_grt	0.000891	2870	0.333	0.465
6_report	0.000845	2870	0.314	0.501
4_1_cts	0.000858	2870	0.317	0.498
3_5_place_dp	0.000603	2830	0.503	0.266
-- kinds of logic after synthesis --
kind of cell / synth area share
other: 0.00283
and+or+nand+nor: 0.0747
DFF: 0.114
latches: 0.783
buffers and inverters: 0.0142
AOI/OAI and AO/OA: 0.0113
-- final timing paths --
kind | slack [ns] | endpoint
max in group asynchronous | 0.92 | state[0]
worst max-delay path | 0.50 | state[5]
min in group clk0 | 0.51 | state[0]
worst min-delay path | 0.31 | state[5]
worst min register to register | 0.51 | state[0]
worst max register to register | 0.64 | state[5]
-- cells in the final DEF (no fill, tap or decap), drive strengths merged --
cell type,synthesis,layout
a21o,1,1
nor3,2,2
nand2,1,1
clkbuf,0,4
or3,1,1
and3,1,1
nor4,1,1
o21a,1,1
dfrtp,5,5
dfstp,1,1
dlxtp,65,65
clkdlybuf4s50,0,137
conb,1,2
nor3b,1,1
dlxtn,4,4
buf,2,2
inv,1,1
nor2,4,4
and2,4,4
-- area by class of cell --
| type | instances | area share |
|---|---|---|
| Timing Repair Buffer | 139 | 0.483 |
| Sequential cell | 75 | 0.414 |
| Tap cell | 102 | 0.0444 |
| Multi-Input combinational cell | 19 | 0.0423 |
| Clock buffer | 4 | 0.0157 |
| Inverter | 1 | 0.00131 |
No activity file was given, so power comes from the tool's default toggle rates.
